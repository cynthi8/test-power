[flow/run.sh]
#!/bin/bash
# OpenROAD 26Q1-2900-gdf79404cd8, Yosys 0.63+post, stock flow scripts
make -C /OpenROAD-flow-scripts/flow DESIGN_CONFIG=/design/flow/config.mk WORK_HOME=/design/flow/orfs finish
[flow/config.mk]
export PLATFORM = sky130hd
export DESIGN_NAME = sqrt_Top
export DESIGN_NICKNAME = sqrt_Top
export VERILOG_FILES = /design/flow/design.v
export SDC_FILE = /design/flow/constraint.sdc
export NUM_CORES = 4
export LEC_CHECK = 1
export CORE_AREA = 10 10 95 95
export DIE_AREA = 0 0 105 105
[flow/constraint.sdc]
current_design sqrt_Top

set clk_period 4.8
set clk_io_pct 0.2

create_clock -name clk0 -period $clk_period [get_ports {clk}]

set non_clock_inputs [all_inputs -no_clocks]
set_input_delay [expr $clk_period * $clk_io_pct] -clock clk0 $non_clock_inputs
set_output_delay [expr $clk_period * $clk_io_pct] -clock clk0 [all_outputs]
[flow/design.v]
module sqrt_Top(start, clk, clear, num, result, ready);
	 input start, clk, clear;
	 input [6:0] num;
	 output [3:0] result;
	 output ready;
	 wire finish, load_data,incr_delta, find_next_sq;
	 sqrt_controller m1(start, finish, clk, clear, ready, load_data, incr_delta, find_next_sq);
	 sqrt_data_path m2(num, load_data, incr_delta, find_next_sq, clk, finish, result, clear);
endmodule
module sqrt_controller(start, finish, clk, clear, ready, load_data,
       incr_delta, find_next_sq
    );
  input start, finish, clk, clear;
  output reg ready, load_data,incr_delta, find_next_sq;
  parameter S0=0, S1=1, S2=2, S3=3;
  reg [1:0] state, next_state;
  always @(posedge clk, posedge clear) begin
    if (clear) begin 	
        state = S0; 
    end else begin	
        state = next_state;
    end
  end
  always @(state, start, finish)
  begin
    load_data = 0;
	find_next_sq = 0;
	incr_delta = 0;
	ready = 0;
	case (state)
	   S0: 	begin
		ready = 1;
		if (start) begin
		    next_state = S1;
			load_data = 1; 
		end else
			next_state = S0;
		end
	   S1: 	next_state = S2;
	   S2: 	if (~finish) begin
		    next_state = S3;
			find_next_sq = 1;
		end else
			next_state = S0;
	   S3: 	begin
		    next_state = S2;
			incr_delta = 1;
		end
	endcase
  end
endmodule
module sqrt_data_path(num, load_data, incr_delta, find_next_sq, clk, finish, result, clear);
  input load_data, incr_delta, find_next_sq, clk, clear;
  input [6:0] num;
  output reg finish;
  output [3:0] result;
  reg [6:0] Rn, Rdata;
  reg [4:0] Rdelta;
  always @(posedge clk, posedge clear) begin
    if (clear) begin
      	Rn = 1;
      	Rdelta = 3;
        finish = 0;
    end else begin
        if (load_data)    Rdata = num;
        if (incr_delta)   Rdelta = Rdelta + 2;
        if (find_next_sq) Rn = Rn + Rdelta;
        if (Rn >= Rdata)  begin
            finish = 1;
        end else begin
            finish = 0;
        end
    end
  end
  assign result = (Rdelta >>> 1);
endmodule
==> Changelog: implementation <==
## Implementation

- Setup violators final: 0
- Filler cell count: 748
- Crit path max fanout: 13
- Worst VDD drop: 0.1699 mV
- Pin count of the biggest net entering global routing: 24
- Setup TNS: 0 ps
- Setup CP Type: in -> reg
- CTS tree: yes
- Antenna diode count: 0
- Total gr overflow: 0
- Synth Area per Inst: 11.96 µm²
- Clk slew on worst S/H paths: 80 ps
- Die area: 0.01103 mm²
- Mapped Area: roughly 0.0013 mm²
- Worst path arrival time: 3150 ps
- Share of cells above drive strength 1: between 10% and 20%
- Root Buffer: clkbuf_8
- Syn Inst Count: 108
- Synth top area share: 25.19%
- Min Clock Period, post-route: 3002 ps
- Peak Freq: 0.3331 GHz
- Routed Antenna Nets: 0
- Least-Margin Pin Slew: 637.1 ps
- Via count of the first global-routing pass: 787
- Bufs on Longest Clock Path: 2
- Core Rows: 30
- Max Cap Viol: 0
- RSZ-0062 raised after global routing: false
- # H-tree levels: 1
- Sequential-to-total area share from yosys stat: 47.58%
- Drt via density: 3.559
- Placed instance area: about 0.0015 mm²
- Worst Setup Start Kind: input port
- Post-placement setup slack: 1515 ps
- Overall routed net length: 2178 µm
- Register area: slightly above 600 µm²
- Die Y-Extent: 105 µm
- PD cells: 742.7 mW/mm²
- Die width: 105 µm
- Hpwl dp: between 1500 and 2000 µm
- Top cells by area: dfrtp_1 25%, edfxtp_1 16%, ha_1 12%, mux2_2 7.0%, dfstp_2 6.1%
- Buffers on Ports: 14
- DR iter-0 viols: 26
- Inserted Clock Buffers: 3
- Clk latency late pin: 260 ps
- Slew Viols, Final: 0
- Cell type with the largest total area: dfrtp_1
- Clk_skew: 2.983 ps
- Status: finished, final reports clean
- First-pass DRT Iterations: 4
- Final worst setup slack: 1798 ps
- Total track usage: 4.066%
- Routed len/inst: 9.900 µm
- CP endpoint kind: flop
- Top-Level Pins: 15
- Leakage power: approximately 0.64 nW
- Cycle use final: between 60 and 70%
- Via count: just under 800
- DRC violations left: 0
- Synth warn: 2
- Fin area: 0.001570 mm²
- Core footprint: 0.006907 mm²
- YS chip area: 0.001291 mm²
- Ys flops: 23
- Post-CTS Setup Bufs: 0
- Yosys cell count: 108
- First-pass GRT wire length: 3753 µm
- Gate Area: 620.6 µm²
- Clock sink count: 23
- Fin. Hold Viols: 0
- Initial antenna violation count: 0
- CP required: 4950 ps
- Tally of OpenROAD warnings: 25
- Cell Type Count: 30
- HP Class: reg -> reg
- FP Util: a little under a fifth
- Relative slew slack: 57.53%
- Total power: 0.001166 W
- Resize count post-CTS: 0
- Hold-fix buffers, CTS: 0
- Area Overhead vs Synth: 21.61%
- Placer Congestion: between 0.7 and 0.8
[cells in the mapped netlist]
library cell	n
o31ai_1	1
a21o_1	1
xnor2_1	4
nand2b_1	1
nor2b_1	2
o2111ai_1	1
a211o_1	1
a21oi_1	6
nor2_4	1
edfxtp_1	7
ha_1	12
o211ai_1	1
or2_4	1
mux2i_1	6
nand2_1	7
a21oi_2	1
or3_1	1
xor2_1	4
nor2_1	3
o21ai_0	8
nand4_1	1
dfrtp_1	13
fa_1	1
inv_1	6
nand3_1	1
mux2_2	8
nor3_1	1
dfstp_2	3
buf_6	3
and2_1	2
[per-layer routing]
layer | vias up | global-route usage (%) | share of wire, %
li1 | 418 | - | -
met4 | 0 | 0.09804 | 0
met3 | 0 | 2.236 | 9.4
met5 | - | 0 | 0
met2 | 13 | 5.961 | 42
met1 | 352 | 5.470 | 49
[worst max-delay path: stages]
cell and delay, ps:
clkdlybuf4s50_1 480, and2_1 540, mux2_2 420, ha_1 300
nor2b_1 130, o21ai_0 100, a21oi_1 140, o21ai_0 80
[state kept, by name, indices dropped and copies added (netlist names)]
name and flops:
m1.state 4, m2.Rdata 7, m2.Rdelta 4, m2.Rn 7
m2.finish 1
[layout make-up]
cell class	count	share of cell area (%)
Sequential cell	23	39.12
Multi-Input combinational cell	76	39.52
Timing Repair Buffer	15	9.402
Clock buffer	4	2.869
Tap cell	96	7.649
Inverter	6	1.434
[where the power goes]
group | switching [W] | internal [W] | total [W]
clock network | 0.0000603 | 0.0000592 | 0.000120
logic | 0.000351 | 0.000338 | 0.000689
registers | 0.0000543 | 0.000304 | 0.000358
total | 0.000465 | 0.000701 | 0.00117
[path summary, 6_finish.rpt]
path                         startpoint            to  slack, ps  depth (start not counted)
setup / recovery                  start     m2.finish       1800                          8
hold / removal                 m2.Rn[6]      m2.Rn[6]        490                          1
setup reg to reg           m2.Rdelta[1]     m2.finish       2020                         11
hold reg to reg                m2.Rn[6]      m2.Rn[6]        490                          1
max in group asynchronous         clear  m2.Rdelta[1]       3470                          3
min in group asynchronous         clear      m2.Rn[6]       1040                          3
[logic make-up after synthesis]
| family | after synthesis | synth area share, % |
|---|---|---|
| compound gates | 20 | 9.207 |
| xor+xnor | 8 | 5.426 |
| fa+ha+maj | 13 | 13.18 |
| buf+inv | 9 | 4.360 |
| flops | 23 | 47.58 |
| mux | 14 | 11.63 |
| simple gates | 21 | 8.624 |
[per-stage QoR]
step | utilization [%] | hold WS, ps | std cells
floorplan | - | 441.1 | 108
CTS | 22.74 | 495.4 | 220
global placement | 22.08 | 478.4 | 216
detailed placement | 22.08 | 480.7 | 216
finish | 22.74 | 492.0 | 220
global route | 22.74 | 520.9 | 220
[cell usage in the layout (no fill, tap or decap), types with 2 or more instances in the layout]
cell and instances:
xnor2_1 4, nor2_1 3, nor2b_1 2, o21ai_0 8
nand2_1 7, clkbuf_8 3, mux2_2 8, dfstp_2 3
clkdlybuf4s50_1 14, and2_1 2, xor2_1 4, edfxtp_1 7
mux2i_1 6, ha_1 12, a21oi_1 6, dfrtp_1 13
inv_1 6
No activity file was given, so power comes from the tool's default toggle rates.
