### /design/flow/config.mk
export PLATFORM = sky130hd
export DESIGN_NAME = register
export DESIGN_NICKNAME = register
export VERILOG_FILES = /design/flow/design.v
export SDC_FILE = /design/flow/constraint.sdc
export NUM_CORES = 4
export LEC_CHECK = 1
export CORE_AREA = 10 10 70 70
export DIE_AREA = 0 0 80 80
### /design/flow/constraint.sdc
current_design register

set clk_period 1.1
set clk_io_pct 0.2

create_clock -name clk0 -period $clk_period [get_ports {clk}]

set non_clock_inputs [all_inputs -no_clocks]
set_input_delay [expr $clk_period * $clk_io_pct] -clock clk0 $non_clock_inputs
set_output_delay [expr $clk_period * $clk_io_pct] -clock clk0 [all_outputs]
### /design/flow/design.v
module register ( rst, clk, load, d, q);
  input [3:0] d;
  input rst, clk, load;
  output reg [3:0] q;
  always @(posedge clk)
     if (rst) begin
        q <= 4'b0000;
     end else if (load) begin
        q <= d;
     end else begin
        q <= q;
     end
endmodule
### /design/flow/run.sh
#!/bin/bash
# OpenROAD 26Q1-2900-gdf79404cd8, Yosys 0.63+post, stock flow scripts
make -C /OpenROAD-flow-scripts/flow DESIGN_CONFIG=/design/flow/config.mk WORK_HOME=/design/flow/orfs finish
==> impl_metrics.tcl <==
# implementation run metrics
set metrics [dict create \
    top_regs "q: 4 flops" \
    top_register "q" \
    total_power_uw 386 \
    cts_buffers 3 \
    largest_area_cell "dfxtp_1" \
    top_area_frac 0.571 \
    num_vias 133 \
    hold_path.class "flop to flop" \
    drt_iter0_markers 2 \
    coreArea_sq_mm 0.00342 \
    hold_violations 0 \
    gp_congestion 0.759 \
    grt_max_degree 5 \
    grt-ovfl-total 0 \
    cp-end-kind "flop" \
    syn2layout_area_growth_pct 126 \
    drive_gt1_frac 0.240 \
    antenna_left 0 \
    crit_buf_inv 1 \
    drt-total-wl_microns 482 \
    power_density_mw_per_mm2 1220 \
    clockBufferDepth 2 \
    logic_family "multiplexers" \
    clkTransAtPathRegs_ns 0.04 \
    synth_flops 4 \
    clock.fmax_mhz 993 \
    start_kind "primary input" \
    postCtsSetupBuffers 0 \
    yosysSeqAreaShare 0.571 \
    yosys.area_share.xor_xnor 0 \
    drv_cap 0 \
    pin_count 11 \
    largest_reg_flops 4 \
    die_w_microns 80 \
    chipArea_sq_mm 0.00640 \
    row_count 21 \
    finalCriticalPeriod_ns 1.01 \
    critPathSlowestCell "clkdlybuf4s50_1" \
    track_usage 0.0134 \
    firstDrtPassIters 2 \
    grt_pass1_wl_microns 593 \
    path_delay_family "buffers and inverters" \
    yosysChipArea_sq_um 140 \
    aoi_share 0 \
    cp_data_required_time_ns 1.21 \
    critical_path.cell_chain "clkdlybuf4s50_1 > mux2i_1 > nor2_1" \
    p_leak_nw 0.131 \
    rsz0062_at_grt "no" \
    crit_fanout 4 \
    nFillCells 394 \
    setup_violations 0 \
    ys_types 4 \
    whs_ns 0.482 \
    antenna_found_initial 1 \
    arrival_ns 1.12 \
    worst_slew_pin_slew_ns 0.180 \
    drv_slew 0 \
    cts_tree "done" \
    portBuffers 10 \
    topCellsByArea "dfxtp_1, mux2i_1, nor2_1, clkbuf_2" \
    warnings 25 \
    grt_pass1_vias 137 \
    vias_per_cell 1.85 \
    die_y_microns 80 \
    syn_inst 13 \
    syn_area_sq_um 140 \
    insertion_delay_ns 0.23 \
    synth_warnings 1 \
    crit_type "primary input to flop" \
    yosys.area_share.simple 0.107 \
    avgSynthCellArea_sq_um 10.8 \
    outcome "complete, no violations" \
    timing.final.crit_share 0.916 \
    cts_root_buf "clkbuf_4" \
    h-tree-depth 1 \
    mux_share 0.286 \
    fp_util 0.0410 \
    wire_per_inst_microns 6.69 \
    max_slew_margin 0.876 \
    skew_ns 0 \
    synthAdderAreaFrac 0 \
    numClockSinks 4 \
    drc 0 \
    peakVddDrop_mv 0.163 \
    ys_cells 13 \
    final.setup.tns_ns 0 \
    max_stage_delay_ns 0.58 \
]
==> worst min-delay path, cell delays in order (launching register included) <==
cell and delay, ns:
dfxtp_2 0.31, mux2i_1 0.06, nor2_1 0.07
==> cell families after synthesis <==
kind of cell / Yosys count
buffers and inverters: 1
DFF: 4
and+or+nand+nor: 4
muxes: 4
==> cell usage in the layout (no fill, tap or decap) <==
| cell | Yosys | routed |
|---|---|---|
| clkdlybuf4s50_1 | 0 | 6 |
| mux2i_1 | 4 | 4 |
| nor2_1 | 4 | 4 |
| dlygate4sd2_1 | 0 | 4 |
| clkbuf_4 | 0 | 3 |
| dfxtp_2 | 0 | 3 |
| diode_2 | 0 | 1 |
| dfxtp_1 | 4 | 1 |
==> power by group <==
part           switching, mW  internal (mW)  total (mW)
sequential           0.00354          0.156       0.159
combinational         0.0143         0.0347      0.0490
clock                 0.0554          0.122       0.177
total                 0.0732          0.312       0.386
==> routing by layer <==
| layer | GRT usage | wire (microns) |
|---|---|---|
| met1 | 0.0120 | 193 |
| met2 | 0.0152 | 160 |
| met3 | 0.0193 | 128 |
| met4 | 0.00704 | 0 |
| met5 | 0 | 0 |
==> Yosys cell counts <==
library cell  number
clkbuf_2           1
dfxtp_1            4
mux2i_1            4
nor2_1             4
==> cell type report <==
class / count / area, sq um / area share
timing repair buffer: 10 / 95.1 / 0.300
clock buffer: 3 / 22.5 / 0.0711
antenna: 1 / 2.50 / 0.00791
sequential: 4 / 83.8 / 0.265
multi-input combinational: 8 / 55.1 / 0.174
tap: 46 / 57.6 / 0.182
==> repair_timing <==
action	4_1_cts	5_1_grt
hold buffers	0	0
endpoints found under the setup margin	4	0
resized	7	0
hold endpoints to repair	0	0
==> worst paths after layout <==
check	startpoint	end	slack, ns	cells past startpoint
worst min-delay path	q[1]	q[1]	0.48	2
worst max register to register	q[3]	q[3]	0.45	2
worst min register to register	q[1]	q[1]	0.48	2
worst max-delay path	load	q[3]	0.09	3
==> metrics by stage <==
stage / area [sq um] / instances / util / worst slack, ns
final: 317 / 72 / 0.0927 / 0.0929
after global routing: 317 / 72 / 0.0927 / 0.0765
after CTS: 314 / 71 / 0.0919 / 0.0942
after detailed placement: 293 / 68 / 0.0857 / -0.115
after global placement: 293 / 68 / 0.0857 / -0.0902
after floorplan: 140 / 13 / - / 0.402
Power figures rest on the tool's default switching activity, not on a simulated workload.
